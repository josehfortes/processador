[flow/config.mk]
export PLATFORM = sky130hd
export DESIGN_NAME = HD
export DESIGN_NICKNAME = HD
export VERILOG_FILES = /design/flow/design.v
export SDC_FILE = /design/flow/constraint.sdc
export NUM_CORES = 4
export LEC_CHECK = 1
export CORE_UTILIZATION = 50
export SYNTH_MEMORY_MAX_BITS = 65536
[flow/constraint.sdc]
current_design HD

set clk_period 124.7
set clk_io_pct 0.2

create_clock -name clk0 -period $clk_period [get_ports {clk}]
create_clock -name clk1 -period $clk_period [get_ports {clk_50}]

set non_clock_inputs [all_inputs -no_clocks]
set_input_delay [expr $clk_period * $clk_io_pct] -clock clk0 $non_clock_inputs
set_output_delay [expr $clk_period * $clk_io_pct] -clock clk0 [all_outputs]
[flow/design.v]
module HD(
clk,
endereco,
dado_escrita,
dado_saida,
escrita,
contexto,
clk_50
);
input clk;
input clk_50;
input escrita;
input [31:0] endereco;
input [31:0] dado_escrita;  
input [31:0] contexto;
integer clockInicio = 0;
integer contador = 0;
output reg [31:0] dado_saida;
reg [31:0] HD[3:0][50:0];
always @ (posedge clk) begin
	if(escrita) begin
		HD[contexto][endereco] <= dado_escrita;
	end
	if (clockInicio == 0) begin
		clockInicio <= 1'b1;
	end
end
always @ (posedge clk_50) begin
	dado_saida <= HD[contexto][endereco];
end
endmodule
[flow/run.sh]
#!/bin/bash
# OpenROAD 26Q1-2900-gdf79404cd8, Yosys 0.63+post, stock flow scripts
make -C /OpenROAD-flow-scripts/flow DESIGN_CONFIG=/design/flow/config.mk WORK_HOME=/design/flow/orfs finish
==> results.txt <==
Implementation summary

Once the floorplan was initialized, standard cells occupied 50.3% of the core. The synthesis area per yosys is about 0.25 mm^2. The report lists the number of standard-cell rows as between 200 and 300. The start point of the worst hold path is HD[102][6].

The wire-length estimate of the detail-placed layout is 372000 um. After global routing the overflow that remains totals 0. In this run the vertical extent of the chip is 708 um. The synthesis report lists the Yosys warning total as 1. Once the clock tree was built, the setup fixing pass inserted 0 buffers. The synthesized netlist contains ~64 unique library cells. The number of ports placed on the die boundary is 131. The instance count after placement with tap cells included is between 15000 and 20000.

The post-synth register bit count is 6560. In this run the worst hold path is classified as register to register. The cell type group with the largest total delay on the critical path is buffers and inverters. According to the timing report, the arrival time at the worst endpoint equals 33190 ps.

The final max-slew violation count is 0. TritonCTS built the clock tree. The area growth from synthesis to layout is 13.3%. The final report lists a non-filler cell total of 18400. The initial antenna violation count is 33.

The final worst setup slack is 91570 ps. The total power per unit cell area is 21.5 mW/mm^2. IR analysis of the VDD net gives a maximum drop of between 0.00002 and 0.000025 V.

The first global-routing pass estimated 930000 um of wire. Looking at the max-slew report, the worst-margin pin has a slew of around 1300 ps. The critical-path maximum fanout is 93. Global routing used 30.3% of the available tracks across all layers.

The count of endpoints failing hold in the final timing report is 0. The timing startpoint of the critical path is contexto[1]. The average wire length per cell after detail routing is 35.9 um. The category of the worst setup path launch point is a primary input. The leakage power is roughly 87 nW.

The most numerous cell on the critical path is sky130_fd_sc_hd__buf_4. The tally of nets with antenna violations remaining after routing is 0. The maximum cell stage delay along the critical path is 700 ps. The number of detailed-routing iterations run before antenna repair is 6.

Summing over every cut layer, the via total after detailed routing is 115000. Entering global routing, the biggest net connects 129 pins. The overall chip area is 0.501 mm^2. The yosys stat cell total is 10500. The tightest hold path in the finished design has a slack of 1700 ps.

The via count of the first global-routing pass is approximately 130k. Per the finish-stage timing summary, setup violations number 0. In the layout the commonest cells are sky130_fd_sc_hd__edfxtp_1, sky130_fd_sc_hd__mux4_2, sky130_fd_sc_hd__clkbuf_16. In this run the tools logged warnings totalling 79. The DRC violation total after the first TritonRoute iteration is ~7500. The startpoint of the most critical register-to-register path is HD[31][5]. The cell with the biggest individual delay on the critical path is sky130_fd_sc_hd__ha_4. The required time of the critical path is 124760 ps. The placer's final routability congestion estimate is roughly 0.9. After synthesis the cells add up to 0.249 mm^2. The TritonCTS sink count is 6560. The share of synthesized registers carrying an async set or reset is 0%. The number of gates resized after CTS was 0. A synthesized cell averages 23.7 um^2.

STA classifies the critical path endpoint as a register. The number of fill cells is 34400. The fraction of layout instances using a drive strength above 1 is between 20% and 30%. The core region is 0.495 mm^2.

In this run, post-CTS hold repair placed 0 buffers. Per the detail_route report, vias per standard cell equal 6.26. Max-cap violations in this run came to 0. The synthesized design contains 6528 enable-type register cells. The number of instances in the synthesized netlist is 10500. The run finished with clean final reports. The detailed router reported a total wirelength of roughly 660000 um.

The post-route total power is 6.07 mW. For this run, the register share of the synthesized area comes to between 70% and 80%. At the placement stage, the worst setup path has a slack of 91230 ps. The type of the worst setup path is primary input to register.

The count of buffers from port buffering is 81. The number of buffers and inverters on the critical path is 10. The main flop type after synthesis is sky130_fd_sc_hd__edfxtp_1. The DRC violation count after routing is 0. The register clock-pin slew on the reported worst setup and hold paths is 90 ps. Checking max transition, the worst relative margin is 11.4%.

Setup repair after global routing left no endpoint under its margin. Among logic cells in the layout, the one with the most instances is sky130_fd_sc_hd__edfxtp_1. The final-layout setup total negative slack is 0 ps. According to the floorplan report, the die width is around 710 um. The signal on the critical path passes through clkdlybuf4s50_1 -> inv_1 -> ha_1 -> ha_1 -> ha_4 -> buf_4 -> buf_12 -> buf_4 -> buf_4 -> buf_4 -> buf_12 -> buf_4 -> mux4_2 -> mux4_2 -> o22a_1 -> a31oi_1 -> buf_4 -> a31oi_1.
[tightest hold or removal path, stage by stage, from the launching register on]
cell and delay [ps]:
sky130_fd_sc_hd__edfxtp_1 320, sky130_fd_sc_hd__mux4_2 220, sky130_fd_sc_hd__mux2i_1 60, sky130_fd_sc_hd__nand3_1 100, sky130_fd_sc_hd__a31oi_1 90, sky130_fd_sc_hd__a31oi_1 150
[logic make-up after synthesis]
family	after synthesis	synth area share, %
buf+inv	631	1.28
mux	1811	15.9
xor+xnor	16	0.0593
flops	6560	79.0
fa+ha+maj	31	0.195
compound gates	848	2.48
simple gates	583	1.07
[path summary, 6_finish.rpt]
| kind | end | slack, ps | depth (start not counted) |
|---|---|---|---|
| worst max-delay path | dado_saida[24] | 91570 | 18 |
| worst min-delay path | dado_saida[6] | 1700 | 5 |
| worst max register to register | dado_saida[5] | 120320 | 6 |
| worst min register to register | dado_saida[6] | 1700 | 5 |
| max in group clk0 | HD[195][23] | 93410 | 16 |
| min in group clk0 | HD[54][20] | 24240 | 1 |
[power by group]
part	switching (mW)	internal, mW	total [mW]
Combinational	1.17	0.482	1.65
Clock	0.816	1.07	1.89
Sequential	0.0207	2.51	2.53
[layer usage]
layer | routed length [um] | track usage [%] | vias to the layer above
met5 | 3460 | 6.00 | -
met4 | 26000 | 8.58 | 70
met3 | 143000 | 28.5 | 1130
met2 | 307000 | 42.0 | 9196
met1 | 181000 | 33.9 | 58000
li1 | - | - | 47000
[registers in the layout, summed over array words and instances (netlist names)]
register    flops
HD           6528
dado_saida     32
[synthesized netlist by cell type, types with 13 or more instances]
master	instances	area, um^2
sky130_fd_sc_hd__edfxtp_1	6528	196000
sky130_fd_sc_hd__mux4_2	1712	38600
sky130_fd_sc_hd__a22oi_1	255	1910
sky130_fd_sc_hd__nor2_1	245	920
sky130_fd_sc_hd__buf_2	235	1180
sky130_fd_sc_hd__clkbuf_1	197	739
sky130_fd_sc_hd__nand2_1	143	537
sky130_fd_sc_hd__o22ai_1	108	676
sky130_fd_sc_hd__a221oi_1	103	902
sky130_fd_sc_hd__buf_4	89	668
sky130_fd_sc_hd__a21oi_1	88	440
sky130_fd_sc_hd__mux2i_1	73	731
sky130_fd_sc_hd__a22o_1	72	631
sky130_fd_sc_hd__nand3_1	66	330
sky130_fd_sc_hd__a31oi_1	62	388
sky130_fd_sc_hd__buf_1	58	218
sky130_fd_sc_hd__o21ai_0	36	180
sky130_fd_sc_hd__dfxtp_1	32	641
sky130_fd_sc_hd__o22a_1	32	280
sky130_fd_sc_hd__nor2b_1	30	188
sky130_fd_sc_hd__inv_1	27	101
sky130_fd_sc_hd__nand4_1	27	169
sky130_fd_sc_hd__mux2_2	26	293
sky130_fd_sc_hd__buf_6	23	259
sky130_fd_sc_hd__nor4_1	22	138
sky130_fd_sc_hd__a211oi_1	19	143
sky130_fd_sc_hd__o221ai_1	19	166
sky130_fd_sc_hd__ha_1	18	225
sky130_fd_sc_hd__fa_1	13	260
[final cells by class]
class	count	area [um^2]	area share, %
Multi-Input combinational cell	3289	50900	18.0
Inverter	27	101	0.0359
Antenna cell	55	138	0.0488
Tap cell	6630	8300	2.94
Timing Repair Buffer	677	5440	1.93
Clock buffer	813	17300	6.15
Sequential cell	6560	197000	69.7
Clock inverter	372	3150	1.12
[metrics by stage]
stage          utilization (%)  cell area, um^2
2_1_floorplan                -           249000
3_3_place_gp              52.8           261000
3_5_place_dp              52.8           261000
4_1_cts                   57.0           282000
5_1_grt                   57.0           282000
6_report                  57.0           282000
No activity file was given, so power comes from the tool's default toggle rates.
