File: flow/run.sh
#!/bin/bash
# OpenROAD 26Q1-2900-gdf79404cd8, Yosys 0.63+post, stock flow scripts
make -C /OpenROAD-flow-scripts/flow DESIGN_CONFIG=/design/flow/config.mk WORK_HOME=/design/flow/orfs finish
File: flow/config.mk
export PLATFORM = sky130hd
export DESIGN_NAME = bancoDeMemoria
export DESIGN_NICKNAME = bancoDeMemoria
export VERILOG_FILES = /design/flow/design.v
export SDC_FILE = /design/flow/constraint.sdc
export NUM_CORES = 4
export LEC_CHECK = 1
export CORE_UTILIZATION = 40
export SYNTH_MEMORY_MAX_BITS = 65536
File: flow/constraint.sdc
current_design bancoDeMemoria

set clk_period 99.8
set clk_io_pct 0.2

create_clock -name clk0 -period $clk_period [get_ports {clk}]
create_clock -name clk1 -period $clk_period [get_ports {clk_50}]

set non_clock_inputs [all_inputs -no_clocks]
set_input_delay [expr $clk_period * $clk_io_pct] -clock clk0 $non_clock_inputs
set_output_delay [expr $clk_period * $clk_io_pct] -clock clk0 [all_outputs]
File: flow/design.v
module bancoDeMemoria(
clk,
endereco,
dado_escrita,
dado_saida,
escrita,
contexto,
clk_50
);
input clk;
input escrita;
input [31:0] endereco;
input [31:0] dado_escrita;  
input [31:0] contexto;
input clk_50;
output reg [31:0] dado_saida;
reg [31:0] mem_ram[3:0][50:0];
always @ (posedge clk) begin
	if(escrita == 1'b1) begin
		mem_ram[contexto][endereco] <= dado_escrita;
	end
end
always @ (posedge clk_50) begin
	dado_saida <= mem_ram[contexto][endereco];
end
endmodule
==> impl_metrics.env <==
# yosys + openroad results
export IMPL_portBuffers=81
export IMPL_grt_antenna_before_repair=27
export IMPL_finalHoldViolCount=0
export IMPL_synthCells=10500
export IMPL_dp_slack_ps=71420
export IMPL_ys_seq_elements=6560
export IMPL_relSlewSlack=0.137
export IMPL_clk_pin_slew_ps=90
export IMPL_gp_congestion=0.893
export IMPL_swShare=0.335
export IMPL_initCoreUtil=0.402
export IMPL_holdCritPathClass="reg2reg"
export IMPL_maxCapViolations=0
export IMPL_critPathRequiredTime_ps=100010
export IMPL_combPwrFrac=0.274
export IMPL_final_setup_viol_count=0
export IMPL_yosysSeqAreaShare=0.790
export IMPL_ctsHoldBuffers=0
export IMPL_netlist_area_um2=249000
export IMPL_final_cell_mix="6528 x edfxtp_1, 1712 x mux4_2, 657 x clkbuf_16"
export IMPL_yosys_cells=10500
export IMPL_grt_pass1_wl_mm=966
export IMPL_rsz0062_at_grt="no"
export IMPL_ys_warnings_count=1
export IMPL_fp_dieW_um=791
export IMPL_status="complete, no violations"
export IMPL_ios=131
export IMPL_cts_tree="yes"
export IMPL_ys_flop_type="edfxtp_1"
export IMPL_ys_area_um2=249000
export IMPL_grt_max_degree=99
export IMPL_dieArea_um2=625000
export IMPL_finalWirelength_mm=693
export IMPL_worst_setup_path_type="in2reg"
export IMPL_rows=289
export IMPL_design_area_um2=284000
export IMPL_post_cts_buffers=0
export IMPL_routedWlPerCell_um=34.5
export IMPL_hpwl_mm=397
export IMPL_async_reset_ff_frac=0
export IMPL_cp_max_fo=34
export IMPL_p_leak_nw=86.8
export IMPL_whs_ps=1790
export IMPL_drc=0
export IMPL_overflow=0
export IMPL_drt_pass1_iter_count=5
export IMPL_drt_iter0_markers=8366
export IMPL_die_height_um=791
export IMPL_setup_tns_ps=0
export IMPL_warnings=75
export IMPL_placed_area_um2=264000
export IMPL_pwr_share_clk=0.311
export IMPL_irDropWorstVdd_v=0.0000286
export IMPL_internal_power_mw=5.07
export IMPL_coreArea_um2=620000
export IMPL_arrival_ps=28460
export IMPL_antenna_left=0
export IMPL_slew_violations=0
export IMPL_cts_sinks=6560
export IMPL_switching_power_mw=2.55
export IMPL_layout_setup_ws_ps=71550
export IMPL_first_global_vias=132000
export IMPL_grt_usage=0.246
export IMPL_drive_gt1_frac=0.300
export IMPL_synth_distinct_cells=64
export IMPL_cp_end_kind="register"
export IMPL_routed_via_density=5.83
export IMPL_cp_start_kind="primary input"
export IMPL_edf_count=6528
export IMPL_tightestPinTransition_ps=1290
export IMPL_pwr_share_seq=0.415
export IMPL_lay_top_count="edfxtp_1"
export IMPL_cts_repair_resized=0
export IMPL_pwr_density_cell_nw_per_um2=26.8
export IMPL_vias=117000
export IMPL_syn_avg_cell_area_um2=23.7
export IMPL_area_delta_synth_final_pct=14.3
==> metal layers <==
layer  part of all wire  global-route usage  vias up
met4              0.050              0.0872       59
li1                   -                   -    47000
met5             0.0050              0.0353        -
met1               0.27               0.235    58700
met3               0.22               0.250     1401
met2               0.45               0.346     9837
==> synthesized netlist by cell type (8+ instances only) <==
cell	instances	area [um^2]
nor3_1	9	45.0
a22oi_1	255	1910
nor2_4	10	113
edfxtp_1	6528	196000
o21ai_0	36	180
dfxtp_1	32	641
buf_1	58	218
o22a_1	32	280
a2111oi_0	11	96.3
o221ai_1	19	166
a211oi_1	19	143
mux2i_1	73	731
nand4_1	27	169
nor4_1	22	138
nand3_1	66	330
fa_1	13	260
mux4_2	1712	38600
o22ai_1	108	676
a221oi_1	103	902
buf_2	235	1180
nand2_1	143	537
buf_4	89	668
nor2b_1	30	188
a21oi_1	88	440
nor2_1	245	920
mux2_2	26	293
xnor2_1	12	105
or3_1	8	50.1
ha_1	18	225
clkbuf_1	197	739
inv_1	27	101
a22o_1	72	631
a31oi_1	62	388
buf_6	23	259
a311oi_1	8	70.1
==> critical path: stages <==
cell and delay, ps:
clkdlybuf4s50_1 550, fa_1 540, inv_1 50, fa_1 480, inv_1 50, fa_1 480
inv_1 60, ha_4 170, fa_4 1370, buf_4 510, buf_4 640, nand2_1 850
buf_4 520, o22ai_1 260, nor4_1 80, buf_4 190, a211oi_1 1030, a31oi_1 270
buf_4 280
==> power by group through the flow <==
stage         Clock [mW]  Combinational (mW)  Sequential, mW
CTS                 2.41                2.04            3.16
finish              2.37                2.09            3.17
global route        2.51                2.16            3.17
==> final timing paths <==
kind,cells after the start,slack [ps],from,to
setup / recovery,19,71550,contexto[1],dado_saida[14]
hold / removal,5,1790,mem_ram[182][19],dado_saida[19]
setup reg to reg,6,95400,mem_ram[43][27],dado_saida[27]
hold reg to reg,5,1790,mem_ram[182][19],dado_saida[19]
max in group clk0,18,73220,contexto[2],mem_ram[58][10]
min in group clk0,1,19250,dado_escrita[31],mem_ram[196][31]
==> cell type report <==
cell class	count	area, um^2
fill	49300	335000
sequential	6560	197000
multi-input combinational	3289	50800
clock buffer	811	17000
tap	8293	10400
timing repair buffer	711	5730
clock inverter	363	3670
inverter	27	101
antenna	39	97.6
==> metrics by stage <==
step / power (mW) / utilization / instances
final: 7.63 / 0.459 / 20100
after global placement: 5.24 / 0.425 / 18900
after detailed placement: 5.26 / 0.425 / 18900
after global routing: 7.84 / 0.459 / 20100
after CTS: 7.62 / 0.459 / 20100
after floorplan: 4.08 / - / 10500
==> logic make-up after synthesis <==
logic type	share of synthesized area
AND-OR/OR-AND	0.0248
XOR/XNOR	0.000593
adder cells (fa/ha/maj)	0.00195
buffers and inverters	0.0128
flip-flops	0.790
multiplexers	0.159
AND/OR/NAND/NOR	0.0107
==> state kept, by name, indices dropped and copies added, names as in the netlist <==
name / cells
dado_saida: 32
mem_ram: 6528
Power is estimated from default activity; no workload was simulated.
